$ cat flow/design.v
module mux_4to1_64 (
    input wire [1:0] i_select,
    input wire [63:0] i_0,
    input wire [63:0] i_1,
    input wire [63:0] i_2,
    input wire [63:0] i_3,
    output logic [63:0] o_select
);
enum {A, B, C, D} states;
always_comb begin
    case (i_select)
        A: o_select = i_0;
        B: o_select = i_1;
        C: o_select = i_2;
        D: o_select = i_3;
        default: o_select = 64'd0;
    endcase
end
endmodule: mux_4to1_64
$ cat flow/run.sh
#!/bin/bash
# OpenROAD 26Q1-2900-gdf79404cd8, Yosys 0.63+post, stock flow scripts
make -C /OpenROAD-flow-scripts/flow DESIGN_CONFIG=/design/flow/config.mk WORK_HOME=/design/flow/orfs finish
$ cat flow/config.mk
export PLATFORM = sky130hd
export DESIGN_NAME = mux_4to1_64
export DESIGN_NICKNAME = mux_4to1_64
export VERILOG_FILES = /design/flow/design.v
export SDC_FILE = /design/flow/constraint.sdc
export NUM_CORES = 4
export LEC_CHECK = 1
export CORE_AREA = 10 10 131 131
export DIE_AREA = 0 0 141 141
$ cat flow/constraint.sdc
current_design mux_4to1_64

set clk_period 1.0
set clk_io_pct 0.2

create_clock -name clk0 -period $clk_period

set non_clock_inputs [all_inputs -no_clocks]
set_input_delay [expr $clk_period * $clk_io_pct] -clock clk0 $non_clock_inputs
set_output_delay [expr $clk_period * $clk_io_pct] -clock clk0 [all_outputs]
==> Slide: Implementation Results <==
Key Metrics from the Run

Status
  – Status: finished with violations
  – Violations in the final reports: setup timing

Final layout
  – Share of final-layout standard cells stronger than drive strength 1: 0.365
  – Highest-count cells in the layout ignoring fill and taps: sky130_fd_sc_hd__dlygate4sd2_1, sky130_fd_sc_hd__mux4_2, sky130_fd_sc_hd__buf_2
  – Most common cell after layout, fill and taps aside: sky130_fd_sc_hd__dlygate4sd2_1
  – Number of sequential cells in the layout: 0
  – FF/Latch Area: 0 sq um
  – Final Cell Area: 4680 sq um
  – Area growth syn-to-layout: 189%
  – Number of clock-tree buffers in the layout: 0
  – Fillers: 1559
  – Fin cells: 588

Final timing
  – Transition at the pin with the smallest max-transition slack: 0.204 ns
  – Final number of setup-violating endpoints: 64
  – Worst slew margin relative to its limit: 0.864
  – Final tally of max-slew violations: 0
  – Final setup margin: -0.405 ns
  – Unrepaired setup endpoints after global routing: yes
  – Final critical path time including I/O delays and setup: 1.40 ns
  – Fin. Hold Viols: 0
  – Post-route fraction of the period consumed by the critical path: 1.40
  – Highest clock rate: 712 MHz

Route
  – Met3 wire len: 1630 um
  – Post-route DRC violation count: 0
  – Number of iterations in the first detailed-routing pass: 4
  – Wire length reported by the detailed router: 13600 um
  – Routed wire length on met2: 7170 um
  – Routed wirelength normalized by instance count: 23.2 um
  – Detailed Route Iter0 Violations: 51
  – Total via count after detailed routing: 2430
  – Post-route ant nets: 0
  – Average via count per standard cell: 4.13
  – DRT met1 WL: 4810 um
  – Topmost layer with routed signal wires: met5

Logic synthesis
  – Share of synthesized cell area in full adder, half adder and majority cells: 0
  – Seq share, synth: 0
  – Yosys warns: 1
  – Average instance area after synthesis: 20.8 sq um
  – Largest logic family: multiplexers
  – Cell variety after synth: 6
  – Number of cells in the yosys synthesis report: 78
  – Instance tally after logic synthesis: 78
  – Area share of and/or/nand/nor cells after synthesis: 0
  – Cell area after synthesis: 1620 sq um
  – Yosys chip area: 1620 sq um
  – Multiplexer fraction of the synthesized cell area: 0.897
  – Synthesized-area fraction occupied by ao, oa, aoi and oai cells: 0
  – XOR/XNOR Fraction of Synth Area: 0

Worst hold path
  – Number of cells on the worst hold path: 3
  – WHS Endpoint: o_select[61]
  – Start point of the worst min-delay path: i_3[61]
  – Worst hold path type: input pin to output port

Die
  – Core box area: 14400 sq um
  – Die Size: 19900 sq um
  – Share of the core filled by cells before placement: 0.113
  – Die boundary width: 141 um
  – Number of top-level pins: 322
  – Die boundary height: 141 um
  – Floorplan row count: 44

Power and ir drop
  – Seq pwr share: 0
  – Leakage power summed over all cells: 2.22 nW
  – Proportion of power drawn by the clock network: 0
  – Internal power of the cells: 1.25 mW
  – Logic gate share of total power: 1.000
  – Net switching share of the total power: 0.274
  – Maximum vdd ir drop: 0.000100 V
  – Power spent charging and discharging nets: 473 uW
  – Total power divided by cell area: 369 nW/um^2

Global routing
  – Vias in the first global route: 2817
  – Antenna violations before repair: 2
  – Overall track demand over capacity in global routing: 0.130
  – First-pass GRT wire length: 19400 um
  – Global route overflow: 0
  – Largest net degree at the start of global routing: 34

Setup path
  – Worst Setup Start Kind: input pin
  – Start-to-end type of the worst setup path: input pin to output port
  – Arrival time worst endpoint: 1.20 ns
  – Crit path DRT: 0.80 ns
  – Maximum fanout along the worst path: 8
  – Kind of end point of the critical path: output port

Place
  – Placed cell area: 5010 sq um
  – Post-DP HPWL: 11800 um
  – Cell total after placement: 578
  – Last weighted congestion value of the routability-driven placer: 0.924
  – IO Port Bufs: 322

Job
  – Max Cap Violations: 0
  – Number of warnings in the stage logs: 35

CTS
  – Number of buffers inserted by hold repair at cts: 0
-- worst max path at each step --
stage / start / to / cells past startpoint
6_report: i_select[0] / o_select[2] / 5
4_1_cts: i_3[61] / o_select[61] / 3
5_1_grt: i_select[0] / o_select[2] / 5
-- cells by family after synthesis --
logic type             after synthesis
muxes                               64
buffers and inverters               14
-- cell usage after synthesis --
library cell / count / share of area
sky130_fd_sc_hd__buf_2: 6 / 0.019
sky130_fd_sc_hd__buf_6: 1 / 0.0069
sky130_fd_sc_hd__mux4_2: 60 / 0.83
sky130_fd_sc_hd__clkbuf_2: 1 / 0.0031
sky130_fd_sc_hd__mux4_1: 4 / 0.065
sky130_fd_sc_hd__buf_12: 6 / 0.074
-- stage by stage --
step                      setup TNS, ns  setup slack [ns]  power, mW  utilization  hold slack [ns]
after floorplan                   -8.15            -0.134      0.570            -            0.559
after global placement           -47.39            -0.897       2.20        0.348             1.38
after detailed placement         -47.29            -0.875       2.20        0.348             1.38
after CTS                        -21.81            -0.454       1.80        0.327            0.884
after global routing             -22.08            -0.447       1.86        0.324            0.863
final                            -19.58            -0.405       1.73        0.325            0.852
-- power by group through the flow --
stage | registers (mW) | clock network [mW] | logic [mW]
4_1_cts | 0 | 0 | 1.80
5_1_grt | 0 | 0 | 1.86
6_report | 0 | 0.000000134 | 1.73
-- final cells by class --
cell class	count	area, sq um	share of cell area
diodes	1	2.50	0.000534
repair buffers	339	3010	0.642
multi-input cells	64	1440	0.308
well taps	184	230	0.0492
-- critical path, stage by stage --
cell and delay, ns:
sky130_fd_sc_hd__buf_16 0.15, sky130_fd_sc_hd__buf_16 0.14, sky130_fd_sc_hd__buf_12 0.10, sky130_fd_sc_hd__mux4_2 0.47, sky130_fd_sc_hd__buf_2 0.13
-- routing by layer --
layer  track usage  vias up
li1              -     1066
met1         0.147     1174
met2         0.234      184
met3        0.0573        4
met4       0.00109        2
met5             0        -
-- repair_timing --
action	4_1_cts	5_1_grt
gates cloned	7	0
endpoints found under the setup margin	64	64
resized	495	4
setup buffers	4	0
Power and IR drop assume default switching activity.
