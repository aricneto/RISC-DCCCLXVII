--- config.mk ---
export PLATFORM = sky130hd
export DESIGN_NAME = regfile_64
export DESIGN_NICKNAME = regfile_64
export VERILOG_FILES = /design/flow/design.v
export SDC_FILE = /design/flow/constraint.sdc
export NUM_CORES = 4
export LEC_CHECK = 1
export CORE_UTILIZATION = 50
--- constraint.sdc ---
current_design regfile_64

set clk_period 21.2
set clk_io_pct 0.2

create_clock -name clk0 -period $clk_period [get_ports {clk}]

set non_clock_inputs [all_inputs -no_clocks]
set_input_delay [expr $clk_period * $clk_io_pct] -clock clk0 $non_clock_inputs
set_output_delay [expr $clk_period * $clk_io_pct] -clock clk0 [all_outputs]
--- design.v ---
module regfile_64(
    input logic reg_write,
    input wire [4:0] r_reg1,  
    input wire [4:0] r_reg2,  
    input wire [4:0] w_reg,   
    input wire [63:0]  w_data,
    output wire [63:0] r_data1,
    output wire [63:0] r_data2,
    input logic clk,
    input logic reset
);
reg [63:0] registers [31:0];
assign r_data1 = registers[r_reg1];
assign r_data2 = registers[r_reg2];
always_ff @(posedge clk or posedge reset) begin
    if (reset) begin
        for (int i = 0; i < 32; i = i + 1)
            registers[i] = 64'd0;
    end 
    else if (reg_write && w_reg != 0) 
        registers[w_reg] = w_data;
end
endmodule: regfile_64
--- run.sh ---
#!/bin/bash
# OpenROAD 26Q1-2900-gdf79404cd8, Yosys 0.63+post, stock flow scripts
make -C /OpenROAD-flow-scripts/flow DESIGN_CONFIG=/design/flow/config.mk WORK_HOME=/design/flow/orfs finish
==> results.json <==
{
  "grt_usage": 0.562,
  "cpPeakStageDelay_ns": 0.87,
  "gp_congestion": 1.04,
  "synthDominantCellAreaShare": 0.509,
  "final-max-slew-violation-count": 0,
  "ys_types": 64,
  "ios": 210,
  "grt_setup_unrepaired": "false",
  "crit_top_cell": "buf_4",
  "cts_sinks": 2048,
  "worstSkewPairLatency_ns": 0.93,
  "io_buffers": 209,
  "die_area_um2": 203000,
  "start_kind": "input port",
  "edf_count": 0,
  "tns_ns": 0,
  "ys_top_cells_by_area": "dfrtp_1, mux2_2, a22oi_1",
  "ys_area_um2": 101000,
  "synthTopCellsByCount": "dfrtp_1, mux2_2, a22oi_1, clkbuf_1, nand2_1",
  "timing.hold.ws_ns": 0.403,
  "largest_reg_flops": 2048,
  "fillers": 16294,
  "arrival_ns": 9.79,
  "synth_top_cell_by_count": "dfrtp_1",
  "min_period_over_period": 0.662,
  "warning_count": 32,
  "route.detailed.drc": 0,
  "hold_viol": 0,
  "path_cells": "buf_2 > buf_4 > buf_4 > or3b_1 > nor2_4 > buf_4 > buf_4 > a22oi_1 > nand4_1 > nor2_1 > a21oi_1 > clkdlybuf4s50_1",
  "grt_pass1_vias": 87004,
  "clockBufferDepth": 3,
  "async_reset_ff_frac": 1.00,
  "dpl_cell_area_um2": 107000,
  "crit_fanout": 25,
  "yosysWarningCount": 2,
  "required_ns": 16.96,
  "syn_area_um2": 101000,
  "drt-initial-drc-count": 11633,
  "hold_buffers": 0,
  "core_util_floorplan": 0.504,
  "fin_worst_skew_ns": 0,
  "synth_seq_share": 0.509,
  "clk_pin_slew_ns": 0.06,
  "period_minus_slack_ns": 14.03,
  "area_growth_syn_to_layout_pct": 13.5,
  "cp_slowest_cell": "buf_4",
  "max_slew_margin": 0.0192,
  "worstMarginPinSlew_ns": 1.45,
  "cts_htree_levels": 4,
  "die_w_um": 451,
  "setup_viol": 0,
  "syn_inst": 8543,
  "ant_nets": 0,
  "stdcell_area_um2": 114000,
  "wl_per_cell_um": 47.8,
  "end_kind": "output pin",
  "ir_worst_vdd_mv": 0.103,
  "status": "complete, no violations",
  "cts_buffers": 220,
  "netlist.top_cell.by_area": "dfrtp_1",
  "grt_start_max_net_pins": 119,
  "detailed_place_hpwl_um": 317000,
  "power.density_nw_per_um2": 95.9,
  "drive_gt1_frac": 0.341,
  "ys_ff": 2048,
  "worstHoldPathType": "register to register",
  "num_rows": 164,
  "synth_stat.cells": 8543,
  "drtPass1Iterations": 26,
  "drv_cap": 0,
  "core_um2": 200000,
  "root_buffer": "clkbuf_16",
  "grt_pass1_wl_um": 739000,
  "postCtsResizedCells": 0,
  "vias": 89259,
  "drt_wl_total_um": 546000,
  "cts_setup_buffers": 0,
  "p_leak_nw": 50.7,
  "cts_tree": "built",
  "syn_avg_cell_area_um2": 11.8,
  "grt_overflow": 0,
  "viasPerCell": 7.81,
  "final_util": 0.572,
  "ff_type": "dfrtp_1",
  "antenna_found_initial": 53,
  "critPathKind": "input port to output pin",
  "power.total_w": 0.0110,
  "max_freq_mhz": 71.3,
  "die_y_um": 451
}
## critical path, delay by kind of cell
family / cells / cell delay, ns
AND-OR/OR-AND: 2 / 0.65
buffers and inverters: 6 / 3.11
AND/OR/NAND/NOR: 4 / 1.71
## layout make-up
type	count	area, um^2	area share
clock inverters	82	1120	0.00977
multi-input cells	5574	46300	0.405
repair buffers	684	5690	0.0498
flip-flops and latches	2048	51200	0.449
inverters	7	30.0	0.000263
diodes	60	150	0.00131
well taps	2656	3320	0.0291
clock buffers	316	6430	0.0563
## stage by stage
stage | worst slack, ns | cells
2_1_floorplan | -11.48 | 8543
3_3_place_gp | 7.67 | 10969
3_5_place_dp | 7.68 | 10969
4_1_cts | 7.67 | 11367
5_1_grt | 7.34 | 11377
6_report | 7.17 | 11427
## worst paths after layout
kind / from / endpoint / slack, ns / cells after the start
setup / recovery: r_reg2[1] / r_data2[54] / 7.17 / 12
hold / removal: registers[0][12] / registers[0][12] / 0.40 / 0
setup reg to reg: registers[7][30] / registers[7][30] / 20.29 / 1
hold reg to reg: registers[0][12] / registers[0][12] / 0.40 / 0
max in group asynchronous: reset / registers[19][47] / 12.63 / 8
min in group asynchronous: reset / registers[0][20] / 3.79 / 2
## layout by cell type (no fill, tap or decap), types with 10 or more instances in the layout
cell type        synthesis  routed
buf_4                   20     472
nand3_1                101      97
a21oi_1                188     188
o21ai_0                 51      51
nor2b_1                 23      22
clkbuf_1               585      41
mux2_2                2008    2008
clkbuf_8                 0      54
nand2b_1                18      18
a221oi_1                11      11
clkbuf_16                0     221
a22o_1                  37      37
bufinv_16                0      19
o22ai_1                 11      11
nand3b_1                10      10
and3_1                  23      23
a31oi_1                 18      18
a221o_1                 11      11
a2bb2oi_1               10      10
nand4_1                215     215
nor2_1                 271     214
a22oi_1               1670    1670
mux2i_1                 58      58
diode_2                  0      60
clkdlybuf4s50_1          0     199
nand2_1                449     436
nor2_4                   2      76
dfrtp_1               2048    2048
a222oi_1                47      47
a32oi_1                 16      16
nor4_1                  73      72
nor3_1                 112     109
nand2_4                  0      13
a2111oi_0               18      18
clkinv_2                 0      39
## cell families (layout without fill, tap and decap cells)
kind of cell | count (synthesis) | count (layout) | synth area share
AND-OR/OR-AND | 2124 | 2124 | 0.155
AND/OR/NAND/NOR | 1377 | 1377 | 0.0660
multiplexers | 2073 | 2073 | 0.231
buffers and inverters | 921 | 1089 | 0.0385
other | 0 | 60 | 0
flip-flops | 2048 | 2048 | 0.509
## power by group
group          internal [W]  switching (W)
Sequential          0.00464       0.000687
Combinational      0.000804       0.000751
Clock               0.00234        0.00174
Total               0.00778        0.00318
## per-layer routing
layer | share of wire | GRT usage
met1 | 0.33 | 0.691
met2 | 0.39 | 0.708
met3 | 0.18 | 0.391
met4 | 0.094 | 0.371
met5 | 0.0011 | 0.0322
Power is estimated from default activity; no workload was simulated.
